**flow/config.mk**
```make
export PLATFORM = sky130hd
export DESIGN_NAME = RegXBit
export DESIGN_NICKNAME = RegXBit
export VERILOG_FILES = /design/flow/design.v
export SDC_FILE = /design/flow/constraint.sdc
export NUM_CORES = 4
export LEC_CHECK = 1
export CORE_AREA = 10 10 111 111
export DIE_AREA = 0 0 121 121
```
**flow/constraint.sdc**
```tcl
current_design RegXBit

set clk_period 1.0
set clk_io_pct 0.2

create_clock -name clk0 -period $clk_period [get_ports {clk}]

set non_clock_inputs [all_inputs -no_clocks]
set_input_delay [expr $clk_period * $clk_io_pct] -clock clk0 $non_clock_inputs
set_output_delay [expr $clk_period * $clk_io_pct] -clock clk0 [all_outputs]
```
**flow/design.v**
```verilog
package ALU_OpCodes;
    typedef enum logic [3:0] {
        ALU_ADD   = 4'd0,  
        ALU_SUB   = 4'd1,  
        ALU_AND   = 4'd2,  
        ALU_OR    = 4'd3,  
        ALU_XOR   = 4'd4,  
        ALU_SLT   = 4'd5,  
        ALU_SLTU  = 4'd6,  
        ALU_SLL   = 4'd7,  
        ALU_SRA   = 4'd8,  
        ALU_SRL   = 4'd9,  
    } aluOpCode_int;
endpackage
package RV32D;
endpackage
package RV32F;
endpackage
module Dff (
    input logic in, 
    input logic reset,
    input logic clk,
    output logic out
);
    always_ff @(posedge clk) begin
        if (reset) 
            out <=0;
        else    
            out <= in; 
    end 
endmodule
module RegXBit #(
    parameter int BITLENGTH = 64
) (
    input logic [(BITLENGTH - 1) : 0] in, 
    input logic reset, clk,
    output logic [(BITLENGTH - 1) : 0] out
);
    genvar i;
    generate 
        for (i = 0; i < BITLENGTH; i++) begin : Reg
            Dff oneBitReg (.in(in[i]), .out(out[i]), .reset, .clk);            
        end 
    endgenerate 
endmodule
```
**flow/run.sh**
```bash
#!/bin/bash
# OpenROAD 26Q1-2900-gdf79404cd8, Yosys 0.63+post, stock flow scripts
make -C /OpenROAD-flow-scripts/flow DESIGN_CONFIG=/design/flow/config.mk WORK_HOME=/design/flow/orfs finish
```
==> deck_impl_summary.md <==
Run Summary

Status
  • Outcome: finished clean

GRT
  • Initial antenna violation count: 1
  • Vias in the first global route: between 1000 and 1500
  • First-pass GRT wire length: ~8300 µm
  • Pin count of the biggest net entering global routing: 35
  • Global route overflow: 0
  • Tot GR Track Use: 7.25%

Worst setup path
  • CP max FO: 1
  • Worst endpoint required time: approximately 800 ps
  • CP delay by family, top: flip-flops
  • WP buf/inv: 1
  • CP peak stage delay: around 320 ps
  • Startpoint Class: flop
  • Worst EP arrival: ~760 ps
  • CP max stage cell: dfxtp_2
  • Worst setup path category: flop to output port
  • Critical Path End Type: output port
  • Crit-path cells: buf_2

Job
  • Max-Cap Viols: 0
  • Tool Warnings: 26

Synthesis
  • Yosys synthesis warning count: 1
  • Primary FF master, synth: dfxtp_1
  • # Cells Yosys: between 150 and 200
  • EDFF count, synth: 0
  • Synth Instances: ~200
  • Top-area cell share: between 50 and 60%
  • Post-synthesis average cell area: approximately 12 µm²
  • Top post-synthesis cells by area: dfxtp_1 (53%), nor2b_2 (22%), buf_4 (20%)
  • FFs w/ async S/R, synth: 0%
  • Top cells by count: buf_4 (64), dfxtp_1 (64), nor2b_2 (60)
  • Post-synthesis cell area: around 2400 µm²
  • YS chip area: 2400 µm²
  • Ys flops: between 60 and 70
  • Synth Seq Share: approximately 53%
  • Cell variety after synth: 6
  • Post-synth top area cell: dfxtp_1

Floorplanning
  • Chip area: ~15000 µm²
  • Die Wd: 121 µm
  • Top Ports: ~130
  • Core box area: 9860 µm²
  • Die Y: around 120 µm
  • # rows: 36
  • Init Core Util: around a quarter

Route
  • Routed Wire Length: approximately 5400 µm
  • Vias per inst: ~3.4
  • Routed wire per std cell: between 10 and 15 µm
  • Antenna Cells: 0
  • Post-route ant nets: 0
  • Initial DRC count: approximately 52
  • Vias: 1373
  • DRC: 0
  • 1st-pass router iterations: 2

STA
  • Cycle use final: slightly below 100%
  • Least-Margin Pin Slew: 227 ps
  • Fin. max-slew vios: 0
  • Rel. slew slack: 84.9%
  • Final WS setup: 35.1 ps
  • Final Setup Violations: 0
  • Fmax: 1.04 GHz
  • RSZ-0062 raised after global routing: true
  • Crit path time final: a little under 1000 ps
  • Fin. Hold Viols: 0

Power
  • Worst VDD drop: approximately 1000 µV
  • Total power: between 0.005 and 0.006 W
  • PwrDens: 1690 nW/µm²
  • Pleak: 1.42 nW

Clocking
  • Worst-path clk slew: ~70 ps
  • Root Buffer: clkbuf_8
  • H-Tree Depth: 3
  • Clk sink count: ~64
  • CTS tree: done
  • Postcts setup bufs: 0
  • CTS max path bufs: 2
  • CTS Hold Bufs: 0
  • TritonCTS Buffers: 9

Min path
  • HP Class: input pin to flop

Layout
  • Top reg by flops: Reg.oneBitReg.out
  • Area grow syn2layout: 35.2%
  • Fin cells: a little over 400
  • Share of post-route cells with drive strength above 1: a little under three fifths
  • Largest regs: Reg.oneBitReg.out (64)
  • Filler cells: ~1000
  • Max FFs per register: 64

Placement
  • DP HPWL: between 4000 and 5000 µm
  • Routability cong.: approximately 0.76
  • I/O Buffers: between 100 and 150
  • Setup WS pre-CTS: slightly above 0.2 ps
  • Placed Cells: about 400
## cell usage in the layout (no fill, tap or decap), drive strengths merged
master,synthesis,final
clkinvlp,0,1
nor2b,64,64
clkbuf,0,11
clkdlybuf4s50,0,64
bufinv,0,1
clkinv,0,1
buf,71,67
dfxtp,64,64
## path summary, 6_finish.rpt
check | slack (ps) | to | from | cells after the start
setup / recovery | 40 | out[9] | Reg[9].oneBitReg.out$_SDFF_PP0_ | 1
hold / removal | 280 | Reg[33].oneBitReg.out$_SDFF_PP0_ | reset | 3
## kinds of logic after synthesis
kind of cell	synth area share, %
buf+inv	23.6
simple gates	23.0
flops	53.4
## final cells by class
class	instances	area, µm²	share of cell area, %
flip-flops and latches	64	1300	40.0
repair buffers	131	1030	31.9
clock buffers	11	151	4.67
multi-input cells	64	551	17.0
clock inverters	3	42.5	1.31
well taps	133	166	5.13
## power breakdown
| group | leakage, nW | switching [W] | internal (W) |
|---|---|---|---|
| Combinational | 0.786 | 0.000142 | 0.000423 |
| Sequential | 0.537 | 0.0000294 | 0.00269 |
| Clock | 0.0973 | 0.000947 | 0.00125 |
| Total | 1.42 | 0.00112 | 0.00437 |
## per-layer routing
| metal | part of all wire (%) | wire length [µm] | track usage (%) |
|---|---|---|---|
| met1 | 40 | 2150 | 8.73 |
| met2 | 38 | 2070 | 9.63 |
| met3 | 19 | 1040 | 6.28 |
| met4 | 2.3 | 122 | 1.43 |
| met5 | 0.32 | 17 | 0 |
## timing repair
action                                  4_1_cts  5_1_grt
hold endpoints to repair                      0        0
pin swaps                                     0        0
gates resized                               210       10
endpoints found under the setup margin       64       17
## stage by stage
stage | cell area, µm² | utilization [%] | setup TNS [ps] | hold slack, ps
after floorplan | 2400 | - | 0 | 328
after global placement | 3330 | 33.7 | -3.87 | 659
after detailed placement | 3330 | 33.7 | 0 | 664
after CTS | 3210 | 32.5 | 0 | 275
after global routing | 3240 | 32.9 | -127 | 275
final | 3240 | 32.9 | 0 | 283
Power figures rest on the tool's default switching activity, not on a simulated workload.
