==> design.v <==
package ALU_OpCodes;
    typedef enum logic [3:0] {
        ALU_ADD   = 4'd0,  
        ALU_SUB   = 4'd1,  
        ALU_AND   = 4'd2,  
        ALU_OR    = 4'd3,  
        ALU_XOR   = 4'd4,  
        ALU_SLT   = 4'd5,  
        ALU_SLTU  = 4'd6,  
        ALU_SLL   = 4'd7,  
        ALU_SRA   = 4'd8,  
        ALU_SRL   = 4'd9,  
    } aluOpCode_int;
endpackage
package RV32D;
endpackage
package RV32F;
endpackage
module BarrelShifter #(
    parameter int GATE_DELAY = 50, 
    parameter int BIT_WIDTH = 32
) (
    input logic [BIT_WIDTH - 1 : 0] in,
    input logic [$clog2(BIT_WIDTH) - 1 : 0] shiftAmt,
    input logic signExtend, shiftLeft,
    output logic [BIT_WIDTH - 1 : 0] out
);
    logic signExtender;  
    logic [2 * (BIT_WIDTH - 1): 0] rightShiftPossibleValues;
    logic [2 * (BIT_WIDTH - 1): 0] leftShiftPossibleValues;
    logic [BIT_WIDTH - 1 : 0] rightShiftOut;
    logic [BIT_WIDTH - 1 : 0] leftShiftOut;
    Mux #(.MUX_WIDTH(2), .GATE_DELAY(GATE_DELAY)) chooseSignExtender (
        .in({in[BIT_WIDTH - 1], 1'b0}), .out(signExtender), .sel(signExtend)
    );
    genvar j;
    generate
        for (j = 0; j < 2 * BIT_WIDTH - 1; j++) begin : rightShift_PossibleValues
            if (j > BIT_WIDTH - 1)
                assign rightShiftPossibleValues[j] = signExtender;
            else 
                assign rightShiftPossibleValues[j] = in[j];
        end
        for (j = 0; j < 2 * BIT_WIDTH - 1; j++) begin : leftShift_PossibleValues
            if (j > BIT_WIDTH - 1)
                assign leftShiftPossibleValues[j] = 1'b0;
            else 
                assign leftShiftPossibleValues[j] = in[-j + BIT_WIDTH - 1];
        end
    endgenerate
    genvar i;
    generate
        for (i = 0; i < BIT_WIDTH; i++) begin : shiftRightMuxes
            Mux #(.MUX_WIDTH(BIT_WIDTH), .GATE_DELAY(GATE_DELAY)) BarrelMuxRight (
                .in(rightShiftPossibleValues[(i + BIT_WIDTH - 1) : i]), .out(rightShiftOut[i]),
                                     .sel(shiftAmt[($clog2(BIT_WIDTH) - 1) : 0])
            );
        end 
        for (i = 0; i < BIT_WIDTH; i++) begin : shiftLeftMuxes
            Mux #(.MUX_WIDTH(BIT_WIDTH), .GATE_DELAY(GATE_DELAY)) BarrelMuxLeft (
                .in(leftShiftPossibleValues[(-i + 2 * BIT_WIDTH - 2) : -i + BIT_WIDTH - 1]),
                .out(leftShiftOut[i]), .sel(shiftAmt[($clog2(BIT_WIDTH) - 1) : 0])
            );
        end 
    endgenerate
    MuxVector #(.BIT_WIDTH(BIT_WIDTH), .NUM_VECTORS(2), .GATE_DELAY(GATE_DELAY)) finalOut (
        .in({leftShiftOut, rightShiftOut}), .sel(shiftLeft), .out(out)
    );
endmodule 
module Mux #(
    parameter int MUX_WIDTH = 2,
    parameter int GATE_DELAY = 50
) (
    input logic [MUX_WIDTH - 1 : 0] in,
    input logic [$clog2(MUX_WIDTH) - 1 : 0] sel,
    output logic out
);
    genvar i;
    generate 
        if (MUX_WIDTH == 2) begin : baseCase
            logic notSel, A, B;
            not #GATE_DELAY notSelGate (notSel, sel);
            and #GATE_DELAY AndforOldValue (A, notSel, in[0]);
            and #GATE_DELAY AndforNewValue (B, sel, in[1]);
            or #GATE_DELAY MuxOut (out, A, B);
        end else begin : recursiveCase
            logic inConnect1, inConnect0;
            Mux #(.MUX_WIDTH(MUX_WIDTH / 2), .GATE_DELAY(GATE_DELAY)) lowerMux (
                .in(in[(MUX_WIDTH / 2) - 1 : 0]), .sel(sel[$clog2(MUX_WIDTH) - 2 : 0]), .out(inConnect0)
            );
            Mux #(.MUX_WIDTH(MUX_WIDTH / 2), .GATE_DELAY(GATE_DELAY)) higherMux (
                .in(in[MUX_WIDTH - 1: MUX_WIDTH / 2]), .sel(sel[$clog2(MUX_WIDTH) - 2 : 0]), .out(inConnect1)
            );
            Mux #(.MUX_WIDTH(2), .GATE_DELAY(GATE_DELAY)) frontMux (
                .in({inConnect1, inConnect0}), .sel(sel[($clog2(MUX_WIDTH) - 1)]), .out(out)
            );
        end
    endgenerate
endmodule
module MuxVector #(
	parameter int BIT_WIDTH = 2,
    parameter int GATE_DELAY = 50,
	parameter int NUM_VECTORS = 2
) (
	input logic [NUM_VECTORS - 1 : 0][BIT_WIDTH - 1 : 0] in,
    input logic [$clog2(NUM_VECTORS) - 1 : 0] sel,
    output logic [BIT_WIDTH - 1 : 0]out
);
	logic [BIT_WIDTH - 1 : 0][NUM_VECTORS - 1 : 0] in_Transformed;
	genvar j, k;
	generate 
		for (j = 0; j < BIT_WIDTH; j++) begin : row
			for (k = 0; k < NUM_VECTORS; k++) begin : col
				assign in_Transformed[j][k] = in[k][j];
			end
		end
	endgenerate
	genvar i;
	generate
		for (i = 0; i < BIT_WIDTH; i++) begin : Muxes
			Mux #(.MUX_WIDTH(NUM_VECTORS), .GATE_DELAY(GATE_DELAY)) muxVec (
				.in(in_Transformed[i]), .out(out[i]), .sel(sel)
			);
		end
	endgenerate
endmodule
==> run.sh <==
#!/bin/bash
# OpenROAD 26Q1-2900-gdf79404cd8, Yosys 0.63+post, stock flow scripts
make -C /OpenROAD-flow-scripts/flow DESIGN_CONFIG=/design/flow/config.mk WORK_HOME=/design/flow/orfs finish
==> config.mk <==
export PLATFORM = sky130hd
export DESIGN_NAME = BarrelShifter
export DESIGN_NICKNAME = BarrelShifter
export VERILOG_FILES = /design/flow/design.v
export SDC_FILE = /design/flow/constraint.sdc
export NUM_CORES = 4
export LEC_CHECK = 1
export CORE_UTILIZATION = 40
==> constraint.sdc <==
current_design BarrelShifter

set clk_period 6.3
set clk_io_pct 0.2

create_clock -name clk0 -period $clk_period

set non_clock_inputs [all_inputs -no_clocks]
set_input_delay [expr $clk_period * $clk_io_pct] -clock clk0 $non_clock_inputs
set_output_delay [expr $clk_period * $clk_io_pct] -clock clk0 [all_outputs]
==> flow_metrics.tcl <==
# collected from the flow reports
set metrics [dict create \
    globalRouteMet3Util_pct 7.01 \
    lay_top_cells "sky130_fd_sc_hd__nor2_1 (76), sky130_fd_sc_hd__clkdlybuf4s50_1 (67), sky130_fd_sc_hd__mux4_2 (63)" \
    layout-drive-gt1-share_pct 21.3 \
    vias_in_the_first_global_route 4276 \
    place_worst_setup_slack_ns 1.04 \
    worstSetupStartpointType "input port" \
    log.warning_count 32 \
    min_from "shiftAmt[2]" \
    num-clock-buffers 0 \
    most_heavily_used_metal_layer_in_global_routing "met1" \
    critPathMaxStageDelay_ns 0.55 \
    global_routing_usage_on_met2_pct 45.6 \
    max_freq_mhz 190 \
    worst_path_dominant_cell_family "buffers and inverters" \
    most_repeated_library_cell_on_the_critical_path "sky130_fd_sc_hd__a211oi_1" \
    flops 0 \
    avgViaCountPerCell 6.74 \
    tns_ns 0 \
    holdBufCountCts 0 \
    final.min_clock_period_ns 5.27 \
    drv_cap 0 \
    syn-instance-count 564 \
    grt.met1_usage_pct 48.2 \
    worst_pin_slew_ns 0.896 \
    final_common_cell "sky130_fd_sc_hd__nor2_1" \
    core-area_um2 11000 \
    pin_count 71 \
    cp_data_arrival_time_ns 4.01 \
    io_buffer_count 71 \
    synthesis_warnings 0 \
    route.detailed.wl_per_inst_um 25.3 \
    overflow 0 \
    timing.critical_path.required_ns 5.04 \
    route.final.wire_length_um 17500 \
    dpl_cell_area_um2 4990 \
    run_status "completed" \
    detail_route.first_pass.iterations 9 \
    ant_nets 0 \
    synthesis.area_um2 4630 \
    fill_cells 1085 \
    postCtsSetupBuffers 0 \
    yosys_instances 564 \
    last_weighted_congestion_value_of_the_routability_driven_placer 0.993 \
    power.density_nw_per_um2 92.4 \
    synth_top_cell_by_area "sky130_fd_sc_hd__mux4_2" \
    via_total_after_detailed_routing 4642 \
    irDropWorstVdd_mv 0.0629 \
    pin_count_of_the_biggest_net_entering_global_routing 88 \
    worstHoldPathType "input port to output port" \
    fp_util_pct 41.9 \
    die-height_um 110 \
    cp_max_fo 40 \
    synthesis.area_per_instance_um2 8.20 \
    die_w_um 110 \
    post-route-cell-area_um2 4990 \
    area_delta_synth_final_pct 7.95 \
    critical_path.slowest_cell "sky130_fd_sc_hd__buf_4" \
    core.rowCount 38 \
    synth_top_area_share_pct 30.7 \
    antenna_found_initial 0 \
    place_hpwl_um 13200 \
    timing.final.setup_violations 0 \
    setup.worst_path.end_class "output port" \
    track_usage_pct 30.9 \
    sequential_share_of_the_synthesized_area_pct 0 \
    crit_path_start "shiftAmt[1]" \
    grt_pass1_wl_um 26400 \
    worstPathBufferInverterCount 3 \
    synth.area.top_cells "sky130_fd_sc_hd__mux4_2 (31%), sky130_fd_sc_hd__mux2i_1 (12%), sky130_fd_sc_hd__buf_4 (6.8%)" \
    synth_cell_types 59 \
    layout_setup_ws_ns 1.03 \
    power_leakage_uw 0.00180 \
    register_area_um2 0 \
    final_min_period_over_clock_period_pct 83.6 \
    timing_worst_setup_path_type "input port to output port" \
    timing.max_slew.rel_slack_pct 40.0 \
    report.power.total_uw 461 \
    final-max-slew-violation-count 0 \
    logic_area_um2 3970 \
    diodes 0 \
    rsz0062_at_grt "false" \
    drt_iter0_markers 538 \
    critical_path_cell_by_cell "buf_2, buf_4, mux4_2, mux2i_1, nor2_1, a211oi_1, a211oi_1, clkdlybuf4s50_1" \
    post_cts.resized_instances 0 \
    yosysChipArea_um2 4630 \
    chip_area_um2 12000 \
    drt_drc_violations_left 0 \
    finalHoldViolations 0 \
]
[Yosys cell counts (all sizes together), types with 2 or more instances]
| cell | number |
|---|---|
| a211o | 2 |
| a211oi | 7 |
| a21o | 2 |
| a21oi | 26 |
| a221o | 3 |
| a221oi | 7 |
| a22oi | 3 |
| a2bb2oi | 3 |
| a311o | 3 |
| a31oi | 5 |
| a32oi | 4 |
| and2 | 4 |
| and3 | 2 |
| buf | 73 |
| clkbuf | 28 |
| clkinv | 3 |
| inv | 6 |
| mux2 | 26 |
| mux2i | 57 |
| mux4 | 63 |
| nand2 | 50 |
| nand2b | 5 |
| nand3 | 9 |
| nor2 | 76 |
| nor2b | 5 |
| nor3 | 5 |
| o211ai | 11 |
| o21ai | 36 |
| o21bai | 2 |
| o221ai | 7 |
| o22ai | 4 |
| o31ai | 2 |
| o32a | 2 |
| o32ai | 2 |
| or2 | 4 |
| or3 | 2 |
[cell families after synthesis]
family	count (synthesis)	synth area share [%]
compound gates	143	21.2
mux	146	49.3
buf+inv	110	14.3
simple gates	165	15.2
[report_power, final]
part	switching, uW	internal, uW	leakage [uW]
combinational	242	219	0.00180
sequential	0	0	0
clock	0	0	0
[layer usage]
metal  part of all wire [%]  vias up
met3                     10       17
met5                      0        -
met2                     45      239
met4                    1.7        0
met1                     43     2274
li1                       -     2112
[layout make-up]
type | count | share of cell area [%]
tap | 140 | 3.51
multi-input combinational | 454 | 79.4
inverter | 9 | 0.676
timing repair buffer | 86 | 16.4
[metrics by stage]
step                hold slack, ns  instances  util, %
finish                        3.50        689     45.3
global route                  3.54        689     45.3
CTS                           3.47        689     45.3
detailed placement            3.48        689     45.3
global placement              3.49        689     45.3
floorplan                     2.81        564        -
[worst paths after layout]
path                  end  slack [ns]  depth (start not counted)
setup / recovery  out[18]        1.03                          8
hold / removal    out[20]        3.50                          5
Power figures rest on the tool's default switching activity, not on a simulated workload.
